[./design.v]
typedef struct packed {
  logic enable;
  logic [31:0] pc;
  logic [31:0] inst;
} FetchInfo;
typedef struct packed {
  logic enable;
  logic [31:0] pc;
  logic [6:0] opcode;
  logic [4:0] rd;
  logic [4:0] rs1;
  logic [4:0] rs2;
  logic [31:0] imm;
  logic rd_valid;
  logic rs1_valid;
  logic rs2_valid;
  logic [2:0] funct3;
  logic [6:0] funct7;
  logic reg_write;
  logic alu_src;       
  logic load_imm;      
  logic pc_rel;        
  logic branch;        
  logic uncond;        
  logic mem_read;      
  logic mem_write;     
  logic mem_to_reg;    
} DecodeInfo;
typedef struct packed {
  logic enable;
  logic [4:0] rd;
  logic [31:0] data;
} ForwardInfo;
typedef struct packed {
  logic stall_req;
  logic [3:0] flush_req;
} PipeRequest;
typedef struct packed {
  logic stall;
  logic flush;
} PipeControl;
interface SystemBus #(
  parameter ADDR_WIDTH = 32,
  parameter DATA_WIDTH = 128,
  parameter MASK_WIDTH = DATA_WIDTH / 8
);
  logic rw_ready, rw_valid;
  logic rw_we, w_ce;
  logic [ADDR_WIDTH-1:0] rw_addr;
  logic [DATA_WIDTH-1:0] r_data;
  logic [MASK_WIDTH-1:0] w_mask;
  logic [DATA_WIDTH-1:0] w_data;
  logic inv_ready, inv_valid;
  logic [ADDR_WIDTH-1:0] inv_addr;
  modport provider (
    input rw_valid,
    input rw_addr,
    input rw_we,
    output rw_ready,
    output r_data,
    input w_mask,
    input w_data,
    input w_ce,
    input inv_ready,
    output inv_valid,
    output inv_addr
  );
  modport user (
    output rw_valid,
    output rw_addr,
    output rw_we,
    input rw_ready,
    input r_data,
    output w_mask,
    output w_data,
    output w_ce,
    output inv_ready,
    input inv_valid,
    input inv_addr
  );
endinterface
module execute(
  input logic clk,
  input logic rst,
  output PipeRequest req,
  input PipeControl pipe,
  input DecodeInfo info,
  input logic [31:0] rs1_data,
  input logic [31:0] rs2_data,
  input DecodeInfo mem_info,
  input logic [31:0] mem_out,
  output logic [31:0] addr_gen,
  output logic [31:0] alu_out,
  output logic [31:0] r2_out,
  output logic pc_w_enable,
  output logic [31:0] new_pc,
  output DecodeInfo info_ff
);
assign req.stall_req = 1'b0;
logic [31:0] exe_pc = info.pc;
logic [31:0] opr1, forward_rs2, opr2;
logic [31:0] opr1_ff, forward_rs2_ff, opr2_ff;
logic stall_ff;
logic forward_rs1_from_exe = info.enable && info_ff.enable && info_ff.rd_valid && info.rs1_valid && info.rs1 != 5'b00000 && info.rs1 == info_ff.rd;
logic forward_rs2_from_exe = info.enable && info_ff.enable && info_ff.rd_valid && info.rs2_valid && info.rs2 != 5'b00000 && info.rs2 == info_ff.rd;
logic forward_rs1_from_mem = info.enable && mem_info.enable && mem_info.rd_valid && info.rs1_valid && info.rs1 != 5'b00000 && info.rs1 == mem_info.rd;
logic forward_rs2_from_mem = info.enable && mem_info.enable && mem_info.rd_valid && info.rs2_valid && info.rs2 != 5'b00000 && info.rs2 == mem_info.rd;
assign opr1 = stall_ff ? opr1_ff : forward_rs1_from_exe ? alu_out : forward_rs1_from_mem ? mem_out : rs1_data;
assign forward_rs2 = stall_ff ? forward_rs2_ff : forward_rs2_from_exe ? alu_out : forward_rs2_from_mem ? mem_out : rs2_data;
assign opr2 = stall_ff ? opr2_ff : info.alu_src ? info.imm : forward_rs2;
always_ff @ (posedge clk) begin
  if (rst) begin
    stall_ff <= 1'b0;
  end else if (pipe.stall) begin
    stall_ff <= 1'b1;
  end else begin
    stall_ff <= 1'b0;
  end
end
always_ff @ (posedge clk) begin
  if (rst) begin
    opr1_ff <= 0;
    forward_rs2_ff <= 0;
    opr2_ff <= 0;
  end if ((!stall_ff) && pipe.stall) begin
    opr1_ff <= opr1;
    forward_rs2_ff <= forward_rs2;
    opr2_ff <= opr2;
  end else begin
    opr1_ff <= opr1_ff;
    forward_rs2_ff <= forward_rs2_ff;
    opr2_ff <= opr2_ff;
  end
end
logic logic_out;
logic [31:0] u_out;
logic [31:0] out;
always_comb begin
  u_out = info.load_imm ? (info.pc_rel ? info.pc + info.imm : info.imm) : 32'h00000000;
end
always_comb begin
  case (info.funct3)
  3'b000: begin  
    logic_out = (opr1 == opr2);
  end
  3'b001: begin  
    logic_out = (opr1 != opr2);
  end
  3'b100: begin  
    logic_out = $signed(opr1) < $signed(opr2);
  end
  3'b101: begin  
    logic_out = $signed(opr1) >= $signed(opr2);
  end
  3'b110: begin  
    logic_out = opr1 < opr2;
  end
  3'b111: begin  
    logic_out = opr1 >= opr2;
  end
  default: begin
    logic_out = 1'b0;
  end
  endcase
end
logic [31:0] next_pc;
always_comb begin
  next_pc = info.pc + 32'h00000004;
  new_pc = info.pc_rel ? info.pc + info.imm : opr1 + info.imm;
end
always_comb begin
  pc_w_enable = (!pipe.stall) && (info.branch && (logic_out || info.uncond));
  req.flush_req = (!pipe.stall) && (info.branch && (logic_out || info.uncond)) ? 4'b0111 : 4'b0000;
end
always_comb begin
  casez ({info.alu_src, info.funct3, info.funct7[5]})
  5'b1_000_?, 5'b0_000_0: begin  
    out = opr1 + opr2;
  end
  5'b0_000_1: begin  
    out = opr1 - opr2;
  end
  5'b?_100_?: begin  
    out = opr1 ^ opr2;
  end
  5'b?_110_?: begin  
    out = opr1 | opr2;
  end
  5'b?_111_?: begin  
    out = opr1 & opr2;
  end
  5'b?_001_?: begin  
    out = opr1 << opr2[4:0];
  end
  5'b?_101_0: begin  
    out = opr1 >> opr2[4:0];
  end
  5'b?_101_1: begin  
    out = $signed(opr1) >> opr2[4:0];
  end
  5'b?_010_?: begin  
    out = ($signed(opr1) < $signed(opr2)) ? 32'h00000001 : 32'h00000000;
  end
  5'b?_011_?: begin  
    out = (opr1 < opr2) ? 32'h00000001 : 32'h00000000;
  end
  default: begin
    out = 32'h00000000;
  end
  endcase
end
always_comb begin
  addr_gen = opr1 + info.imm;
end
always_ff @ (posedge clk) begin
  if (rst) begin
    alu_out <= 32'h00000000;
  end else if (pipe.flush) begin
    alu_out <= 32'h00000000;
  end else if (pipe.stall) begin
    alu_out <= alu_out;
  end else begin
    alu_out <= info.enable ? (info.load_imm ? u_out : (info.uncond ? next_pc : ((info.mem_read || info.mem_write) ? addr_gen : out))) : 32'h00000000;
  end
end
always_ff @(posedge clk) begin
  if (rst) begin
    r2_out <= 32'h00000000;
  end else if (pipe.flush) begin
    r2_out <= 32'h00000000;
  end else if (pipe.stall) begin
    r2_out <= r2_out;
  end else begin
    r2_out <= info.enable ? forward_rs2 : 32'h00000000;
  end
end
always_ff @ (posedge clk) begin
  if (rst) begin
    info_ff <= 0;
  end else if (pipe.flush) begin
    info_ff <= 0;
  end else if (pipe.stall) begin
    info_ff <= info_ff;
  end else begin
    info_ff <= info;
  end
end
endmodule
[./run.sh]
#!/bin/bash
# OpenROAD 26Q1-2900-gdf79404cd8, Yosys 0.63+post, stock flow scripts
make -C /OpenROAD-flow-scripts/flow DESIGN_CONFIG=/design/flow/config.mk WORK_HOME=/design/flow/orfs finish
[./config.mk]
export PLATFORM = sky130hd
export DESIGN_NAME = execute
export DESIGN_NICKNAME = execute
export VERILOG_FILES = /design/flow/design.v
export SDC_FILE = /design/flow/constraint.sdc
export NUM_CORES = 4
export LEC_CHECK = 1
export CORE_UTILIZATION = 30
[./constraint.sdc]
current_design execute

set clk_period 37.6
set clk_io_pct 0.2

create_clock -name clk0 -period $clk_period [get_ports {clk}]

set non_clock_inputs [all_inputs -no_clocks]
set_input_delay [expr $clk_period * $clk_io_pct] -clock clk0 $non_clock_inputs
set_output_delay [expr $clk_period * $clk_io_pct] -clock clk0 [all_outputs]
==> summary.txt <==
yosys + openroad results -> cells after synthesis approximately 3.2k, Cell Count, Final, Fillers Out ~4.7k, Syn Std Cell Area 0.0249 sq mm, max_cap viols 0, Worst R2R Path Depth 19, Latency at later pin just under 600 ps, clock sinks 270, layout cells sized above 1 about 7.1%, Crit Reg-Reg Endpoint alu_out[30], drt drc 0, Netlist cell types 83, FP Core Util 30.4%, Num CTS Buffers 37, Chip Height ~290 um, asr flop ratio synth 0%, Slew headroom between 30% and 40%, fin worst setup slack 15150 ps, Seq share, synth roughly a quarter, endpoints failing hold 0, Final setup viols 0, post-CTS setup buffer count 0, P per Cell Area 37.2 mW/mm^2, cts hold-fix bufs 0, CTS tree done, HPWL Detailed around 110000 um, Tightest Pin Transition 966 ps, core region area 0.0821 sq mm, Setup Skew 32.9 ps, drt first pass iters 6, Worst setup EP type primary output, Slew Viols, Final 0, via count between 20k and 30k, Synth area leader dfxtp_1, clock-pin slew on the worst setup and hold paths roughly 60 ps, crit-path max FO 36, Total Routed Length 135000 um, Die Area between 0.08 and 0.09 sq mm, Total Routing Usage GR between 30% and 40%, GR Overflow Total 0, Finished Core Util around two fifths, top cells, area dfxtp_1, edfxtp_1, mux2i_1, count leader, synth nor2_1, drt via density about 5.8, GP Congestion 1.01, FILL cells 8466, Site Rows around 110, Die X 290 um, pre-CTS setup slack around 15000 ps, minimum clock period ~22000 ps, peak supply drop about 33 uV, Tcrit/Tclk final around three fifths, post-CTS sizing 0, number of enable flip-flop cells between 90 and 100, Setup Crit Path Kind input port to primary output, largest net degree at the start of global routing a little over 60, Min-Delay Path Class flip-flop to flip-flop, initial DRC count 2188, antenna-violating nets left 0, H-tree Lvls 2, TNS Setup 0 ps, RSZ-0062 raised after global routing false, Synth flops approximately 270, ys flop type dfxtp_1, Reg2Reg Setup Slack approximately 30000 ps, YS chip area around 0.025 sq mm, vias in the first global route about 25k, hold wc startpoint alu_out[4], Synth top area share about 14%, synth warn 1, Layout area overhead 28.6%, Synth top cells by count nor2_1, nand2_1, mux2i_1, critical path required time roughly 30000 ps, OpenROAD warnings 192, dpl cells between 4k and 5k, yosys cell count 3177, R2R Path Start stall_ff, IO Port Bufs between 400 and 500, Worst Path Arrival ~15000 ps, mean area per synthesized cell ~7.8 sq um, Hold Path Stages 2, wire per inst 29.0 um, IO Pins ~560, CTS root buffer clkbuf_16, antenna violations before repair 6, Leak roughly 0.013 uW, Startpoint Class input port, clock buffer depth 3, status finished, final reports clean, total power ~1200 uW, fmax approximately 45 MHz, first-pass GRT wire length 191000 um, WHS Endpoint alu_out[4]
-- final cells by class --
type,count,area (sq um),area share [%]
Clock buffer,50,1030,3.20
Sequential cell,270,6370,19.9
Timing Repair Buffer,563,5350,16.7
Clock inverter,18,245,0.764
Tap cell,1070,1340,4.17
Multi-Input combinational cell,2548,17200,53.6
Antenna cell,1,2.50,0.00780
Inverter,145,544,1.70
-- through the flow --
step	cell area, sq um	hold WS, ps
after floorplan	24900	431
after global placement	30800	453
after detailed placement	30800	457
after CTS	32100	465
after global routing	32100	491
final	32100	467
-- report_power, final --
group | internal, uW | switching [uW]
clock network | 218 | 159
registers | 318 | 7.79
logic | 192 | 298
total | 728 | 464
-- critical path, stage by stage --
cell and delay (ps):
clkdlybuf4s50_1 530, or4_4 580, o21ai_2 210, or3_2 700
buf_4 450, nand2_1 210, o21ai_0 140, buf_4 240
o21ai_0 90, mux2_2 320, ha_1 470, nor2b_1 80
o211ai_1 240, nand2_1 140, a221oi_1 510, o21ai_0 150
nor3_1 170, buf_4 190, o221ai_1 160, a21oi_1 290
and2_1 170, a2111oi_0 60, a31oi_1 650, clkdlybuf4s50_1 590
-- worst max-delay path by stage --
stage             end  depth (start not counted)  slack, ps       from
4_1_cts        req[1]                         24      15220   info[54]
5_1_grt   pc_w_enable                         25      14810  info[108]
6_report       req[2]                         24      15150   info[55]
-- kinds of logic after synthesis --
logic type	after synthesis	share of synthesized area, %
muxes	317	13.0
and+or+nand+nor	982	17.2
AOI/OAI and AO/OA	940	25.1
adders and majority gates	164	8.35
other	1	0.0150
xor gates and xnor gates	143	5.02
DFF	270	25.5
buffers and inverters	360	5.73
-- placed cells by master (no fill, tap or decap), types with 10 or more instances in the layout --
master and n:
mux2i_1 270, mux2_2 47, o221ai_1 14, o22ai_1 13, a31oi_1 31, and3_1 19, a2111oi_0 11, ha_1 160
clkbuf_16 39, a22oi_1 57, dfxtp_1 173, buf_4 107, inv_1 139, nand2_1 345, a21o_1 46, edfxtp_1 96
or3_1 13, nor2b_1 15, a21oi_1 208, o31ai_1 17, a211oi_1 34, clkdlybuf4s50_1 451, nor3_1 53, nor4_1 14
a221o_1 10, clkbuf_1 10, o21a_1 18, nand4_1 27, a221oi_1 63, o211ai_1 27, o21ai_0 227, nor2_1 347
o21bai_1 25, xor2_1 48, nand3_1 53, xnor2_1 95, and2_1 44, o2111ai_1 12, o31a_1 38, nand2b_1 22
-- flip-flops by register name (all words and copies together), names as in the netlist --
register,cells
info_ff,109
opr1_ff,32
opr2_ff,32
stall_ff,1
forward_rs2_ff,32
alu_out,32
r2_out,32
-- routing by layer --
metal / track usage [%] / vias up / part of all wire, %
li1: - / 12400 / -
met1: 44.7 / 13000 / 42
met2: 48.0 / 1369 / 44
met3: 10.4 / 193 / 11
met4: 8.60 / 0 / 3.2
met5: 0 / - / 0
Power is estimated from default activity; no workload was simulated.
