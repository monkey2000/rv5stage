==> flow/design.v <==
module uart_ctrl (
  input logic clk,
  input logic uart_clk8,
  input logic uart_clk,
  input logic rst,
  input logic valid,
  output logic ready,
  input logic [7:0] data,
  output logic uart_tx
);
logic uart_ready, uart_valid;
logic [7:0] uart_data;
typedef enum {
  UART_SYS_IDLE = 0,
  UART_SYS_WAIT_RDY,
  UART_SYS_WAIT_FIN
} system_uart_stat_t;
system_uart_stat_t sys_stat, sys_stat_next;
always_comb begin
  ready = 0;
  uart_valid = 0;
  if (sys_stat == UART_SYS_IDLE) begin
    ready = valid;
  end
  if (sys_stat == UART_SYS_WAIT_RDY) begin
    uart_valid = 1;
  end
end
always_ff @ (posedge clk) begin
  if (rst) begin
    uart_data <= 0;
  end else if (sys_stat == UART_SYS_IDLE && valid) begin
    uart_data <= data;
  end else begin
    uart_data <= uart_data;
  end
end
always_comb begin
  unique case (sys_stat)
  UART_SYS_IDLE:
    if (valid) sys_stat_next = UART_SYS_WAIT_RDY;
    else sys_stat_next = UART_SYS_IDLE;
  UART_SYS_WAIT_RDY:
    if (uart_ready) sys_stat_next = UART_SYS_WAIT_FIN;
    else sys_stat_next = UART_SYS_WAIT_RDY;
  UART_SYS_WAIT_FIN:
    if (!uart_ready) sys_stat_next = UART_SYS_IDLE;
    else sys_stat_next = UART_SYS_WAIT_FIN;
  endcase
end
always_ff @ (posedge clk) begin
  if (rst) begin
    sys_stat <= UART_SYS_IDLE;
  end else begin
    sys_stat <= sys_stat_next;
  end
end
typedef enum {
  UART_TX_IDLE = 0,
  UART_TX_WAIT,
  UART_TX_RDY,
  UART_TX_FIN,
  UART_TX_START,
  UART_TX_OPER,
  UART_TX_STOP
} uart_tx_stat_t;
uart_tx_stat_t tx_stat, tx_stat_last, tx_stat_next;
logic [7:0] tx_buf;
logic [2:0] tx_cnt, tx_shift;
always_ff @ (posedge uart_clk8) begin
  if (rst) begin
    uart_ready <= 0;
  end else if (tx_stat == UART_TX_RDY) begin
    uart_ready <= 1;
  end else if (tx_stat == UART_TX_FIN) begin
    uart_ready <= 0;
  end
end
always_ff @ (posedge uart_clk8) begin
  if (rst) begin
    tx_shift <= 0;
  end else if (tx_stat == UART_TX_OPER) begin
    tx_shift <= tx_shift + {2'b00, (tx_cnt == 3'b111)};
  end else begin
    tx_shift <= 0;
  end
end
always_ff @ (posedge uart_clk8) begin
  if (rst) begin
    tx_cnt <= 0;
  end if (tx_stat == UART_TX_START || tx_stat == UART_TX_OPER || tx_stat == UART_TX_STOP) begin
    tx_cnt <= tx_cnt + 1;
  end else begin
    tx_cnt <= 0;
  end
end
always_ff @ (posedge uart_clk8) begin
  if (rst) begin
    tx_buf <= 0;
  end else if (tx_stat == UART_TX_WAIT) begin
    tx_buf <= uart_data;
  end else begin
    tx_buf <= tx_buf;
  end
end
always_comb begin
  uart_tx = 1;
  if (tx_stat == UART_TX_START) begin
    uart_tx = 0;
  end else if (tx_stat == UART_TX_OPER) begin
    uart_tx = tx_buf[tx_shift];
  end else if (tx_stat == UART_TX_STOP) begin
    uart_tx = 1;
  end
end
always_comb begin
  unique case (tx_stat)
  UART_TX_IDLE:
    if (uart_valid) tx_stat_next = UART_TX_WAIT;
    else tx_stat_next = UART_TX_IDLE;
  UART_TX_WAIT:
    tx_stat_next = UART_TX_RDY;
  UART_TX_RDY:
    if (!uart_valid) tx_stat_next = UART_TX_FIN;
    else tx_stat_next = UART_TX_RDY;
  UART_TX_FIN:
    tx_stat_next = UART_TX_START;
  UART_TX_START:
    if (tx_cnt == 3'b111) tx_stat_next = UART_TX_OPER;
    else tx_stat_next = UART_TX_START;
  UART_TX_OPER:
    if (tx_shift == 3'b111 && tx_cnt == 3'b111) tx_stat_next = UART_TX_STOP;
    else tx_stat_next = UART_TX_OPER;
  UART_TX_STOP:
    if (tx_cnt == 3'b111) tx_stat_next = UART_TX_IDLE;
    else tx_stat_next = UART_TX_STOP;
  default:
    tx_stat_next = UART_TX_IDLE;
  endcase
end
always_ff @ (posedge uart_clk8) begin
  if (rst) begin
    tx_stat <= UART_TX_IDLE;
  end else begin
    tx_stat <= tx_stat_next;
  end
end
always_ff @ (posedge uart_clk8) begin
  if (rst) begin
    tx_stat_last <= UART_TX_IDLE;
  end else begin
    tx_stat_last <= tx_stat;
  end
end
endmodule
==> flow/run.sh <==
#!/bin/bash
# OpenROAD 26Q1-2900-gdf79404cd8, Yosys 0.63+post, stock flow scripts
make -C /OpenROAD-flow-scripts/flow DESIGN_CONFIG=/design/flow/config.mk WORK_HOME=/design/flow/orfs finish
==> flow/config.mk <==
export PLATFORM = sky130hd
export DESIGN_NAME = uart_ctrl
export DESIGN_NICKNAME = uart_ctrl
export VERILOG_FILES = /design/flow/design.v
export SDC_FILE = /design/flow/constraint.sdc
export NUM_CORES = 4
export LEC_CHECK = 1
export CORE_AREA = 10 10 94 94
export DIE_AREA = 0 0 104 104
==> flow/constraint.sdc <==
current_design uart_ctrl

set clk_period 1.7
set clk_io_pct 0.2

create_clock -name clk0 -period $clk_period [get_ports {clk}]
create_clock -name clk1 -period $clk_period [get_ports {uart_clk8}]

set non_clock_inputs [all_inputs -no_clocks]
set_input_delay [expr $clk_period * $clk_io_pct] -clock clk0 $non_clock_inputs
set_output_delay [expr $clk_period * $clk_io_pct] -clock clk0 [all_outputs]
==> CHANGELOG.md <==
### Metrics

- 1st-iter DRT viols: 25
- Total global routing overflow: 0
- Critical path class: flip-flop to primary output
- Critical Path End Type: primary output
- Final hold vios: 0
- Dpl cell area: roughly 0.0015 mm^2
- Share of cells above drive strength 1: between 10% and 20%
- Synthesis area per yosys: about 0.0012 mm^2
- Hold slack: between 0.4 and 0.5 ns
- Met3 Usage GRT: 2.26%
- Hold Path Class: flip-flop to flip-flop
- Critical Path AT: ~1.4 ns
- Post-DP HPWL: approximately 1600 um
- Peak supply drop: between 0.0006 and 0.0007 V
- Yosys warning count: 1
- Design Power: around 1.7 mW
- Die width: approximately 100 um
- Largest net degree at the start of global routing: 31
- Mapped Area: about 0.0012 mm^2
- Routed Antenna Nets: 0
- Area share, top type: between 50% and 60%
- Fin util: 24.2%
- Via/cell ratio: ~3.6
- Via Count: 913
- Mean routed wirelength per cell: 9.18 um
- Layer with the highest usage: met1
- Worst Tran Pin Value: between 0.5 and 0.6 ns
- Leakage: roughly 0.63 nW
- Die Area: ~0.011 mm^2
- Final worst slack: -0.0650 ns
- Pre-Place Util: between 10% and 20%
- Distinct cell type count after synthesis: 21
- CTS tree: done
- Top area cell types: dfxtp_1, mux2i_1, a21oi_1
- EDFF count, synth: 0
- Yosys top cell by area: dfxtp_1
- Ys async rst share: 0%
- RSZ-0062 raised after global routing: true
- Hold buffers post-CTS: 0
- Total length of routed wires: about 2300 um
- Area delta synth->final: 35.7%
- Crit-path max FO: 2
- Core box area: approximately 0.007 mm^2
- Met1 Usage GRT: between 6 and 7%
- Final clock skew: just under 0.0009 ns
- Top post-synthesis cells by count: dfxtp_1, nand2_1, nor2_1
- First-pass GRT wire length: about 4000 um
- Max Slew Vio Count: 0
- Final number of setup-violating endpoints: 1
- Standard-cell row count: 30
- Filler cells: roughly 750
- Global-route usage over all layers: under 10%
- Vias in the first global route: just over 900
- IO Count: 15
- Failing checks: setup timing
- Synth Flop Type: dfxtp_1
- Log Warnings: 30
- GR Layer Usage met2: under 10%
- PD cells: roughly 1000 mW/mm^2
- GP Congestion: between 0.7 and 0.8
- Synth Seq Share: approximately 54%
- Mapped Cells: around 130
- Flops out of synthesis: 33
- Most common cell in the synthesized netlist: dfxtp_1
- Post-Syn Area per Cell: 9.54 um^2
- ANT cells: 0
- Max Cap Violations: 0
- Final Cell Area: approximately 0.0017 mm^2
- IO Port Bufs: 12
- Relative slew slack: between 60% and 70%
- Detailed-route DRC error count: 0
- Critical path data required time: ~1.4 ns
- Clock Sinks: 33
- Initial antenna violation count: 0
- Status: complete, but fails checks
- Reg clk slew, reported paths: roughly 0.080 ns
- Drt pass-1 iters: 4
- Die Ht: 104 um
- Setup crit start kind: flip-flop
- # Cells Yosys: between 100 and 150
area by class of cell:
class                           instances  area [um^2]  area share (%)
Sequential cell                        33          662            40.0
Timing Repair Buffer                   23          209            12.6
Clock buffer                            7         86.3            5.21
Tap cell                               96          120            7.25
Inverter                                8         31.3            1.89
Clock inverter                          1         30.0            1.81
Multi-Input combinational cell         83          518            31.3
critical path, cell delays in order, from the launching register on:
cell and delay [ns]:
dfxtp_2 0.34, mux4_2 0.50, a2bb2oi_2 0.15, a21oi_2 0.07
buf_2 0.11
metal layers:
metal / vias to the layer above / part of all wire [%]
met4: 0 / 1.5
met5: - / 0
met3: 4 / 6.3
li1: 478 / -
met1: 413 / 53
met2: 18 / 39
power breakdown:
part	total (mW)	leakage [nW]	internal, mW	switching, mW
logic	0.0977	0.307	0.0560	0.0417
registers	0.818	0.269	0.798	0.0195
clock network	0.739	0.0585	0.478	0.261
total	1.65	0.635	1.33	0.322
path summary, 6_finish.rpt:
path	start	slack (ns)	cells after the start	endpoint
worst max-delay path	tx_shift[0]	-0.06	4	uart_tx
worst min-delay path	tx_cnt[0]	0.42	1	tx_cnt[0]
worst max register to register	tx_cnt[0]	0.25	6	tx_shift[2]
worst min register to register	tx_cnt[0]	0.42	1	tx_cnt[0]
max in group clk1	tx_cnt[0]	0.25	6	tx_shift[2]
min in group clk0	uart_data[2]	0.46	2	uart_data[2]
logic make-up after synthesis:
kind of cell / count (synthesis) / share of synthesized area (%)
AND/OR/NAND/NOR: 45 / 16.0
flip-flops: 33 / 54.1
AND-OR/OR-AND: 21 / 10.2
buffers and inverters: 12 / 3.79
multiplexers: 11 / 10.0
adder cells (fa/ha/maj): 5 / 5.12
XOR/XNOR: 1 / 0.717
placed cells by master, fill, tap and decap left out, types with 3 or more instances in the layout:
cell type / instances
clkdlybuf4s50_1: 10
nor3b_1: 3
ha_1: 5
mux2i_1: 10
clkbuf_8: 6
buf_4: 10
a21oi_1: 14
dfxtp_1: 32
nor3_1: 3
inv_1: 7
nor2_1: 17
nand2_1: 19
metrics by stage:
| stage | std cells | setup WS [ns] | TNS, ns |
|---|---|---|---|
| global route | 251 | -0.112 | -0.112 |
| global placement | 242 | -0.137 | -0.182 |
| floorplan | 128 | 0.248 | 0 |
| CTS | 251 | -0.0837 | -0.0837 |
| finish | 251 | -0.0650 | -0.0650 |
| detailed placement | 242 | -0.143 | -0.188 |
flip-flops by register name, summed over array words and instances, names as in the netlist:
name and count:
tx_buf 8, uart_data 8, tx_stat 7, sys_stat 3, tx_cnt 3, tx_shift 3
uart_ready 1
what timing repair did:
action / 4_1_cts / 5_1_grt
buffers inserted: 1 / 0
endpoints found under the hold margin: 0 / 0
cloned: 0 / 0
gates resized: 7 / 0
pin swaps: 3 / 0
endpoints found under the setup margin: 2 / 1
Power and IR drop assume default switching activity.
